<file path="run.sh">
#!/bin/bash
# OpenROAD 26Q1-2900-gdf79404cd8, Yosys 0.63+post, stock flow scripts
make -C /OpenROAD-flow-scripts/flow DESIGN_CONFIG=/design/flow/config.mk WORK_HOME=/design/flow/orfs finish
</file>
<file path="config.mk">
export PLATFORM = sky130hd
export DESIGN_NAME = read_uart
export DESIGN_NICKNAME = read_uart
export VERILOG_FILES = /design/flow/design.v
export SDC_FILE = /design/flow/constraint.sdc
export NUM_CORES = 4
export LEC_CHECK = 1
export CORE_AREA = 10 10 94 94
export DIE_AREA = 0 0 104 104
</file>
<file path="constraint.sdc">
current_design read_uart

set clk_period 2.8
set clk_io_pct 0.2

create_clock -name clk0 -period $clk_period [get_ports {RxD}]
create_clock -name clk1 -period $clk_period [get_ports {clk}]

set non_clock_inputs [all_inputs -no_clocks]
set_input_delay [expr $clk_period * $clk_io_pct] -clock clk0 $non_clock_inputs
set_output_delay [expr $clk_period * $clk_io_pct] -clock clk0 [all_outputs]
</file>
<file path="design.v">
module read_uart
#(
    parameter freq = 347
)
(
    input RxD,
    input clk,
    input rst_n,
    output [7:0] data,
    output flag
);
reg [8:0] clk_cnt;
reg [8:0] first;
reg [7:0] data_reg;
reg [3:0] num;
reg read_flag;
reg fin_flag;
wire timing_flag;
assign timing_flag = (clk_cnt == first);
assign data = data_reg;
assign flag = fin_flag;
initial begin
    data_reg = 0;
    read_flag = 0;
    fin_flag = 1;
    num = 0;
end
always @(negedge RxD)
begin
    if(read_flag != 1)
        begin
            first = clk_cnt-1;
            read_flag = 1;
            fin_flag = 0;
            num = 0;
        end
end
always @(negedge timing_flag)
begin
    if(read_flag == 1)
    begin
        if(num != 8)
            data_reg[num[2:0]] = RxD;
        num = num + 1;
        if(num == 9)
        begin
            read_flag = 0;
            fin_flag = 1;
            num = 0;
        end
    end
end
always @(posedge clk)
    begin
        clk_cnt <= clk_cnt + 1;
        if(clk_cnt == freq)
            clk_cnt <= 0;
    end
endmodule
</file>
==> flow_metrics.py <==
# Flow results
metrics = {
    "synth": {
        "ys_seq_share_pct": 48.9,
        "ys_cells": 104,
        "yosys_most_used_dff": "dfxtp_1",
        "ys_warn_count": 1,
        "yosysUniqueCellTypes": 27,
        "ys_chip_area_sq_um": 1060,
        "largest_area_cell": "edfxtp_1",
        "synthTopCellsByCount": "11 x dfxtp_1, 11 x xor2_1, 10 x edfxtp_1, 10 x nor2_1",
        "area_leaders": "edfxtp_1 28%, dfxtp_1 21%, xor2_1 9.0%",
        "synth_top_area_share_pct": 28.2,
        "numSynthFlops": 21,
        "synthArstFlopShare_pct": 0,
        "edf_count": 10,
    },
    "run_status": {
        "error_line": "ERROR: Found 1 problems in 'check -assert'.",
        "stop_stage": "1_2_yosys",
        "status": "aborted with a tool error",
    },
}
[cells by family after synthesis]
| kind of cell | count (synthesis) | share of synthesized area (%) |
|---|---|---|
| and+or+nand+nor | 33 | 15.7 |
| DFF | 21 | 48.9 |
| buffers and inverters | 21 | 11.0 |
| adders and majority gates | 2 | 2.35 |
| AOI/OAI and AO/OA | 5 | 4.11 |
| other | 2 | 0.705 |
| xor gates and xnor gates | 20 | 17.2 |
