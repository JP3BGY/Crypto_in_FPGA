**/design/flow/design.v**
```verilog
module seg_led(
    input [3:0] data,
    output [7:0] seg
);
assign seg = (data==0)?8'b11111100:
             (data==1)?8'b01100000:
             (data==2)?8'b11011010:
             (data==3)?8'b11110010:
             (data==4)?8'b01100110:
             (data==5)?8'b10110110:
             (data==6)?8'b10111110:
             (data==7)?8'b11100000:
             (data==8)?8'b11111110:
             (data==9)?8'b11110110:
             (data==10)?8'b11101110:
             (data==11)?8'b00111110:
             (data==12)?8'b00011010:
             (data==13)?8'b01111010:
             (data==14)?8'b10011110:
             8'b10001110;
endmodule
```
**/design/flow/run.sh**
```bash
#!/bin/bash
# OpenROAD 26Q1-2900-gdf79404cd8, Yosys 0.63+post, stock flow scripts
make -C /OpenROAD-flow-scripts/flow DESIGN_CONFIG=/design/flow/config.mk WORK_HOME=/design/flow/orfs finish
```
**/design/flow/config.mk**
```make
export PLATFORM = sky130hd
export DESIGN_NAME = seg_led
export DESIGN_NICKNAME = seg_led
export VERILOG_FILES = /design/flow/design.v
export SDC_FILE = /design/flow/constraint.sdc
export NUM_CORES = 4
export LEC_CHECK = 1
export CORE_AREA = 10 10 70 70
export DIE_AREA = 0 0 80 80
```
**/design/flow/constraint.sdc**
```tcl
current_design seg_led

set clk_period 1.1
set clk_io_pct 0.2

create_clock -name clk0 -period $clk_period

set non_clock_inputs [all_inputs -no_clocks]
set_input_delay [expr $clk_period * $clk_io_pct] -clock clk0 $non_clock_inputs
set_output_delay [expr $clk_period * $clk_io_pct] -clock clk0 [all_outputs]
```
==> run summary <==
Results of the implementation run.

Synthesis produced a netlist whose cell count is 30. The area reported by Yosys stat came out at 179 um^2. Summing over the stages, the warning tally comes to 34.

The minimum period implied by the final worst setup slack is 1270 ps. The sequential power share is 0%. The highest achievable clock rate is 0.790 GHz.

The number of distinct standard cells referenced by the synthesized netlist came out at 20. The total routing resource utilization after global routing came out at 2.31%. The min-delay analysis places its worst path in the category in -> out. The internal power of the cells totals 0.0884 mW. The wire length of the first global-routing pass came out at 1250 um. The critical-path cell with the highest stage delay is a211oi_1. The count of maximum capacitance violations came out at 0. The worst setup path is captured at an output pin.

By area the synthesized netlist is led by a311oi_2 8.4%, nand2_1 8.4%, nor2_1 8.4%. The checks that failed: negative setup slack. The number of buffers added on ports came out at 11. The remaining global-route overflow is 0.

The sequential-to-total area share from yosys stat came out at 0%. The critical path goes through buf_8, buf_12, nand2b_4, a211oi_1, a311oi_2, buf_2. The placement-stage cell area is 382 um^2. The number of cells in Yosys stat is 30. The number of antenna violations at the first check in global routing came out at 0. The run finished, with violations left. Entering global routing, the biggest net connects 10 pins. The final power report lists total power as 0.145 mW. In the final report, the number of pins over their slew limit comes to 0. The minimum setup slack in the final design came out at -166 ps.

The count of routing violations after the opening detailed-route iteration came out at 27. The die is 80 um wide. The mean instance size in the synthesized netlist came out at 5.96 um^2.

The count of antenna diodes in the layout is 0. Along the worst path, the maximum fanout reaches 4. After synthesis the cells add up to 179 um^2. The arrival time of the worst setup path came out at 1050 ps.

The vertical extent of the die came out at 80 um. The worst path uses 115% of the clock period. The sequential cell area is 0 um^2. The standard-cell row count is 21. STA classifies the critical path startpoint as a primary input.

For this configuration, the core starts out at a cell density of 5.24%. For reference, the most critical setup path is categorized as in -> out. The clock network fraction of total power came out at 0%. The reported leakage power came out at 0.185 nW. The power share of the combinational group is 100.0%. The floorplan step defined a die boundary enclosing 0.00640 mm^2.

The via count normalized by instance count came out at 2.87. Ranked by instance count, the synthesized netlist is headed by 4 x nand2_1, 4 x nor2_1. The core region area came out at 0.00342 mm^2. Across all hold checks on the routed design, the worst slack comes to 753 ps. The script reports the combined buffer and inverter count of the critical path as 3. The pre-antenna-repair detailed-routing pass consisted of 4 iterations. Setup repair after global routing could not meet its margin everywhere.

The via count of the first global-routing pass came out at 260. The clock buffer count in the final layout is 0. The total I/O pin count came out at 12. The final wirelength came out at 778 um.

The switching share of power is 39.0%. The final routed wire length divided by cell count came out at 8.46 um. The count of nets left with antenna violations after detail routing came out at 0. The final estimated routing congestion in global placement is 0.728. Setup violations remaining at the end of the flow were counted as 5.

The longest individual stage delay on the worst path came out at 250 ps. The worst voltage drop across the vdd grid came out at 0.0439 mV. The area growth from synthesis to final layout came out at 134%. The timing report attributes the biggest portion of critical-path delay to buffers and inverters.

The final sequential cell count came out at 0. The synthesis report lists the Yosys warning total as 0. For this run, the share of the core covered by cells in the final layout is 12.2%. The post-route cell area is 418 um^2.

The total power divided by cell area came out at 347 mW/mm^2. Per the detail_route report, the via count comes to 264. The post-DP HPWL is 565 um. The fraction of post-synthesis cell area in the top cell type by area came out at 8.39%.

Of all cell types, the one taking the most synthesized area is a311oi_2. The fraction of final layout cells with drive strength greater than 1 came out at 56.5%. The final count of hold timing violations is 0. The data required time of the worst path came out at 880 ps.

The number of remaining DRC errors came out at 0. The switching power is 0.0566 mW.
## through the flow
stage / std cells / setup slack (ps) / TNS [ps]
6_report: 92 / -166 / -610
5_1_grt: 92 / -226 / -890
4_1_cts: 91 / -162 / -534
3_5_place_dp: 91 / -950 / -6140
3_3_place_gp: 91 / -964 / -6140
2_1_floorplan: 30 / 68.2 / 0
## path summary, 6_finish.rpt
path	cells past startpoint	endpoint	slack (ps)	startpoint
setup / recovery	6	seg[4]	-170	data[2]
hold / removal	3	seg[4]	750	data[3]
## routing by layer
layer / GRT usage (%) / wire length [um] / up-vias / share of wire [%]
met5: 0 / 0 / - / 0
met4: 0 / 0 / 0 / 0
li1: - / - / 139 / -
met3: 0.682 / 69 / 0 / 8.9
met2: 3.29 / 326 / 9 / 42
met1: 3.49 / 382 / 116 / 49
## repair_timing
| action | CTS | global route |
|---|---|---|
| hold endpoints to repair | 0 | 0 |
| pin swaps | 10 | 4 |
| hold buffers | 0 | 0 |
| gates resized | 55 | 3 |
| endpoints found under the setup margin | 7 | 7 |
| setup buffers | 0 | 1 |
## power by group through the flow
| stage | registers, mW | logic [mW] | clock network [mW] |
|---|---|---|---|
| after CTS | 0 | 0.138 | 0 |
| after global routing | 0 | 0.164 | 0 |
| final | 0 | 0.145 | 0 |
## layout by cell type, fill, tap and decap left out, types with 2 or more instances in the layout
master    synthesis  routed
a21oi_1           2       2
buf_2             2       6
buf_4             1       5
buf_6             0       4
buf_8             0       2
nand2_1           4       4
nand2b_4          0       2
nor2_1            4       4
## kinds of logic after synthesis
family / share of synthesized area [%]
AOI/OAI and AO/OA: 44.8
xor gates and xnor gates: 4.90
buffers and inverters: 14.0
other: 2.10
and+or+nand+nor: 34.3
## cell type report
| class | count | area [um^2] |
|---|---|---|
| fillers | 399 | 3000 |
| inverters | 2 | 7.51 |
| well taps | 46 | 57.6 |
| repair buffers | 19 | 168 |
| multi-input cells | 25 | 185 |
No activity file was given, so power comes from the tool's default toggle rates.
