[flow/run.sh]
#!/bin/bash
# OpenROAD 26Q1-2900-gdf79404cd8, Yosys 0.63+post, stock flow scripts
make -C /OpenROAD-flow-scripts/flow DESIGN_CONFIG=/design/flow/config.mk WORK_HOME=/design/flow/orfs finish
[flow/config.mk]
export PLATFORM = sky130hd
export DESIGN_NAME = write_uart
export DESIGN_NICKNAME = write_uart
export VERILOG_FILES = /design/flow/design.v
export SDC_FILE = /design/flow/constraint.sdc
export NUM_CORES = 4
export LEC_CHECK = 1
export CORE_AREA = 10 10 84 84
export DIE_AREA = 0 0 94 94
[flow/constraint.sdc]
current_design write_uart

set clk_period 1.7
set clk_io_pct 0.2

create_clock -name clk0 -period $clk_period [get_ports {clk}]
create_clock -name clk1 -period $clk_period [get_ports {flag}]

set non_clock_inputs [all_inputs -no_clocks]
set_input_delay [expr $clk_period * $clk_io_pct] -clock clk0 $non_clock_inputs
set_output_delay [expr $clk_period * $clk_io_pct] -clock clk0 [all_outputs]
[flow/design.v]
module write_uart
#(
    parameter freq = 347
)
(
    output reg TxD,
    input clk,
    input rst_n,
    input [7:0] data,
    input flag,
    output ready
);
reg [8:0] clk_cnt;
reg [8:0] first;
reg [3:0] num;
reg write_flag;
wire timing_flag;
assign timing_flag = (clk_cnt == first);
assign ready = !write_flag;
initial begin
    num = 0;
    TxD = 1;
    write_flag = 0;
end
always @(posedge flag)
begin
    if(write_flag != 1)
        begin
            first = clk_cnt-1;
            write_flag = 1;
            num = 0;
        end
end
always @(negedge timing_flag)
begin
    if(write_flag == 1)
    begin
        if(num != 8)
            TxD = data[num[2:0]];
        else
            TxD = data[0] ^ data[1] ^ data[2] ^ data[3] ^ data[4] ^ data[5] ^ data[6] ^ data[7];
        num = num + 1;
        if(num == 9)
        begin
            write_flag = 0;
            num = 0;
        end
    end
end
always @(posedge clk)
    begin
        clk_cnt <= clk_cnt + 1;
        if(clk_cnt == freq)
            clk_cnt <= 0;
    end
endmodule
==> results.txt <==
yosys + openroad results -> status aborted with a tool error, last stage reached 1_2_yosys, First Err ERROR: Found 1 problems in 'check -assert'., YS chip area 1010 sq um, Max-area cell share 29.9%, flip-flops with a built-in enable 10, ranking of synthesized cells by area edfxtp_1, dfxtp_1, xor2_1, Post-synth regs 21, Main synth FF type dfxtp_1, synth warn 1, most common cell in the netlist xor2_1, Seq share, synth 51.7%, Cell Type Count 25, # Cells Yosys ~92, ys async rst share 0%, dominant cell type by area after synthesis edfxtp_1, top post-synthesis cells by count xor2_1, dfxtp_1, nor2_1
==> kinds of logic after synthesis <==
family / count (synthesis) / synth area share [%]
other: 1 / 0.373
buffers and inverters: 10 / 5.60
flip-flops: 21 / 51.7
AND/OR/NAND/NOR: 33 / 18.4
AND-OR/OR-AND: 5 / 3.98
adder cells (fa/ha/maj): 2 / 2.49
XOR/XNOR: 20 / 17.4
